### flow/design.v
module R0 #(parameter ADDR_WIDTH = 2, DATA_WIDTH = 4)
(
    input clk,  
    input [ADDR_WIDTH-1:0] adr, 
    input [DATA_WIDTH-1:0] data_in, 
    output [DATA_WIDTH-1:0] RAM_out 
);
    reg [DATA_WIDTH-1:0] mem [2**ADDR_WIDTH-1:0]; 
    always @(posedge clk)
        mem [adr] <= data_in;
    assign RAM_out = mem[adr]; 
endmodule
### flow/run.sh
#!/bin/bash
# OpenROAD 26Q1-2900-gdf79404cd8, Yosys 0.63+post, stock flow scripts
make -C /OpenROAD-flow-scripts/flow DESIGN_CONFIG=/design/flow/config.mk WORK_HOME=/design/flow/orfs finish
### flow/config.mk
export PLATFORM = sky130hd
export DESIGN_NAME = R0
export DESIGN_NICKNAME = R0
export VERILOG_FILES = /design/flow/design.v
export SDC_FILE = /design/flow/constraint.sdc
export NUM_CORES = 4
export LEC_CHECK = 1
export CORE_AREA = 10 10 70 70
export DIE_AREA = 0 0 80 80
### flow/constraint.sdc
current_design R0

set clk_period 1.9
set clk_io_pct 0.2

create_clock -name clk0 -period $clk_period [get_ports {clk}]

set non_clock_inputs [all_inputs -no_clocks]
set_input_delay [expr $clk_period * $clk_io_pct] -clock clk0 $non_clock_inputs
set_output_delay [expr $clk_period * $clk_io_pct] -clock clk0 [all_outputs]
==> run summary <==
fresh numbers from the pnr run: final cycle utilization of the critical path=96.28%, clock edge transition at the registers on the reported setup and hold paths=0.08 ns, count of warning messages emitted by the tools=25, number of standard cells after synthesis=25, largest registers=mem x16, wire length reported by the detailed router=948 um, Iter 0 DRT Violations=17, final worst path period need=1.829 ns, Clk Tree Root Cell=clkbuf_4, yosys stat chip area=608.1 sq um, maximum clock frequency=546.7 MHz, Hold Crit Class=in -> reg, met3 wire length=152 um, part of the total power dissipated in sequential elements=64.1%, Final Max Slew Viols=0, largest net degree at the start of global routing=10, count of state elements after synthesis=16, maximum count of clock buffers along a single path=2, Max VDD drop=0.0002590 V, largest area contributor in the netlist=edfxtp_1, final cell count without fillers=88, detailed placement HPWL=707.5 um, sequential fraction of the synthesis area=79.01%, Yosys Warn Count=1, internal power contribution=0.5308 mW, crit end category=output port, startpoint kind of the worst setup timing path=primary input, arrival time at the worst endpoint=1.45 ns, most numerous logic cell after layout=edfxtp_1, vias after detailed routing=304, most frequent cells in the layout=16 x edfxtp_1, 4 x mux4_2, 4 x clkdlybuf4s50_1, critical path required time=1.52 ns, routed length on met2=446 um, share of post-route cells with drive strength above 1=38.10%, Rel. slew slack=71.94%, die width=80 um, number of unique standard cell types used by synthesis=7, unrepaired setup endpoints after global routing=false, utilization after layout=23.44%, largest register by flop count=mem, combinational group share of total power=9.7%, maximum fanout along the worst path=3, hold-fix buffers at CTS=0, Switching Power=0.1225 mW, first-pass iteration count of the detailed router=2, Hold Fails Final Rpt=0, drt wl/cell=10.77 um, final antenna-violating net count=0, number of antenna violations at the first check in global routing=0, number of placed instances with taps included=81, largest non-sequential cell family by area=multiplexers, number of global-route vias before repair=369, num ports=11, post-synthesis share of cell area spent on xor and xnor gates=0%, Largest type area fraction=79.01%, CTS tree=built, synthesized cell area=608.1 sq um, area fraction in and, or, nand and nor cells=4.321%, cell types occupying the most area after synthesis=edfxtp_1 79%, mux4_2 15%, buf_6 1.9%, number of design rule violations left after detail routing=0, Hold Path End=mem[2][1]$_DFFE_PP_, Largest register FFs=16, fraction of power consumed by the clock network=26.2%, CTS sink count=16, global route total overflow=0, mux cell area share after synthesis=14.81%, launch instance of the worst min-delay path=data_in[1], class of the most critical setup path=in -> out, first-pass GRT wire length=1518 um, area of the chip=6400 sq um, adder and majority cell fraction of the synthesized area=0%, wire length on met1=337 um, uppermost routed layer=met4, yosys aoi share=0%, detail-routed via count per cell=3.455, number of standard-cell rows in the floorplan=21, Hold Path Cell Cnt=1, weighted congestion at the end of routability-driven global placement=0.6889, antenna diode count=0, cell count listed in synth_stat.txt=25, power density normalized to cell area=815.9 nW/um^2, syn avg cell area=24.32 sq um, tally of max-capacitance violations=0, starting utilization of the core area=17.80%, worst-margin pin slew=0.4201 ns, global routing usage summed across all routing layers=3.217%, Die Span Y=80 um, total setup violations reported at the end of the flow=0, core region area=3416 sq um, layout overhead on the synthesized area=31.69%, Pleak=0.2684 nW, Switching Share=18.75%, clock buffers created by TritonCTS=3, result of the run=finished, final reports clean, number of input and output port buffers inserted=10, number of levels in the clock H-tree=1
worst max path at each step:
stage	startpoint	to	slack [ns]	cells past startpoint
after CTS	adr[0]	RAM_out[1]	0.0007	5
after global routing	adr[0]	RAM_out[0]	0.004	5
final	adr[0]	RAM_out[0]	0.07	5
through the flow:
| stage | setup WS (ns) | hold WS [ns] | TNS [ns] | cell area, sq um | total power [mW] |
|---|---|---|---|---|---|
| after CTS | 0.0006610 | 0.7346 | 0 | 815.8 | 0.6667 |
| final | 0.07073 | 0.7337 | 0 | 800.8 | 0.6534 |
| after detailed placement | -0.4311 | 1.029 | -1.659 | 762.0 | 0.4957 |
| after global routing | 0.004441 | 0.7402 | 0 | 800.8 | 0.6835 |
| after floorplan | 0.5772 | 0.4789 | 0 | 608.1 | 0.4522 |
| after global placement | -0.4461 | 1.011 | -1.702 | 762.0 | 0.4936 |
power by group through the flow:
stage	combinational (mW)	clock [mW]	sequential [mW]
final	0.0637	0.171	0.419
after global routing	0.0706	0.192	0.421
after CTS	0.0695	0.178	0.419
critical path: stages:
cell,delay (ns)
dlygate4sd2_1,0.21
buf_6,0.10
buf_6,0.09
mux4_2,0.48
clkdlybuf4s15_1,0.18
synthesized netlist by cell type:
master and number:
edfxtp_1 16, and2_2 1, and2b_2 1, nor2b_1 1, mux4_2 4, buf_6 1
nor2_1 1
cells by family (layout without fill, tap and decap cells):
family | after synthesis | count (layout)
buf+inv | 1 | 18
flops | 16 | 16
simple gates | 4 | 4
mux | 4 | 4
cell type report:
cell class                      instances  area, sq um
Clock buffer                            3        22.52
Clock inverter                          1        3.754
Fill cell                             359         2615
Multi-Input combinational cell          8        116.4
Tap cell                               46        57.56
Timing Repair Buffer                   14        120.1
Sequential cell                        16        480.5
metal layers:
metal / up-vias / GRT usage, %
met1: 145 / 2.605
met5: - / 0
li1: 139 / -
met4: 0 / 0.5282
met3: 2 / 4.091
met2: 18 / 4.815
what timing repair did:
| action | CTS | global route |
|---|---|---|
| gates resized | 12 | 3 |
| cloned | 0 | 0 |
| buffers inserted | 3 | 0 |
| setup endpoints to repair | 4 | 3 |
| hold endpoints to repair | 0 | 0 |
No activity file was given, so power comes from the tool's default toggle rates.
