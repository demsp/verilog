==> flow/design.v <==
module R1 (timer555, RAM_button, data_in, RAM_out, counter);
   parameter ADDR_WIDTH = 2;
   parameter DATA_WIDTH = 4;
   input timer555;
   input RAM_button;
   input [DATA_WIDTH-1:0] data_in;
   output [DATA_WIDTH-1:0] RAM_out;
   output reg [1:0] counter;
always @(posedge timer555) 
  counter <= counter + 1; 
 wire [ADDR_WIDTH-1:0] adr;
 assign adr = counter; 
reg [DATA_WIDTH-1:0] mem [2**ADDR_WIDTH-1:0];
  always @(posedge RAM_button)
     mem [adr] <= data_in;
assign RAM_out = mem[adr];
endmodule
==> flow/run.sh <==
#!/bin/bash
# OpenROAD 26Q1-2900-gdf79404cd8, Yosys 0.63+post, stock flow scripts
make -C /OpenROAD-flow-scripts/flow DESIGN_CONFIG=/design/flow/config.mk WORK_HOME=/design/flow/orfs finish
==> flow/config.mk <==
export PLATFORM = sky130hd
export DESIGN_NAME = R1
export DESIGN_NICKNAME = R1
export VERILOG_FILES = /design/flow/design.v
export SDC_FILE = /design/flow/constraint.sdc
export NUM_CORES = 4
export LEC_CHECK = 1
export CORE_AREA = 10 10 91 91
export DIE_AREA = 0 0 101 101
==> flow/constraint.sdc <==
current_design R1

set clk_period 2.6
set clk_io_pct 0.2

create_clock -name clk0 -period $clk_period [get_ports {RAM_button}]
create_clock -name clk1 -period $clk_period [get_ports {timer555}]

set non_clock_inputs [all_inputs -no_clocks]
set_input_delay [expr $clk_period * $clk_io_pct] -clock clk0 $non_clock_inputs
set_output_delay [expr $clk_period * $clk_io_pct] -clock clk0 [all_outputs]
==> run_results.csv <==
group,metric,value,unit
timing,tns,0,ns
pwr,leakage,0.309,nW
route,first_pass_iters,2,
timing,slew_headroom,73.3,%
worst_setup_path,cp_max_fo,8,
synth,synth_cells,29,
finish,syn2layout_area_growth,40.0,%
synth,ys.flops,18,
grt,grt_usage,2.54,%
worst_setup_path,cp.arrival,1.76,ns
route,wire_per_inst,10.1,um
die,pin_count,12,
die,initCoreUtil,10.7,%
timing,rsz0062_at_grt,"no",
synth,yosys_area,679,sq um
synth,mux_share,13.3,%
cts,cts_num_sinks,18,
place,portBuffers,10,
die,dieArea,10200,sq um
die,rows,29,
cts,post-cts-setup-buffers,0,
job,max_cap_viol_count,0,
synth,logic_family,"multiplexers",
finish,post-route-util,15.0,%
timing,tightest_slew,0.400,ns
synth,ys_sh_adder,7.37,%
job,log.warning_count,29,
route,ant_nets,0,
timing,setup_viol,0,
pwr,power_density,650,nW/um^2
route,drtIter0Drc,29,
worst_setup_path,worst-setup-path-type,"register to primary output",
route,drc,0,
synth,yosysSeqAreaShare,76.6,%
hold_path,holdPathStages,1,
synth,post_synth.cell_area_avg,23.4,sq um
synth,yosys_cells,29,
die,die_h,101,um
die,core-area,6350,sq um
synth,simple_gate_share,0,%
timing,finClkSkew,0.00331,ns
worst_setup_path,rr_worst_depth,2,
timing,drv_slew,0,
pwr,peakVddDrop,0.213,mV
grt,antenna_found_initial,0,
run_status,status,"completed",
cts,cts_tree,"done",
worst_setup_path,required,2.08,ns
synth,synth.distinct_cells,6,
route,routed_via_density,2.61,
synth,yosysTopAreaCellShare,70.7,%
die,die_w,101,um
synth,yosys_warnings,1,
timing,hold_viol,0,
finish,drive_gt1_share,22.2,%
route,vias,318,
grt,grt_pass1_vias,374,
synth,compound_area_share,0,%
hold_path,hold_class,"register to register",
synth,ys_top_cells_by_area,"edfxtp_1 (71%), mux4_2 (13%), ha_1 (7.4%), dfxtp_1 (5.9%), buf_6 (1.7%)",
synth,syn_area,679,sq um
synth,top_area_cell,"edfxtp_1",
grt,grt_pass1_wl,1.94,mm
grt,grt_max_degree,10,
route,wirelength,1.23,mm
grt,grt-ovfl-total,0,
synth,xor_share,0,%
cts,postCtsHoldBufs,0,
cts,cts.clk_slew.worst_paths,0.03,ns
place,gp_congestion,0.682,
cts,cts_resized,0,
place,dp.final_hpwl,954,um
route,antenna_cells,0,
worst_setup_path,worst_setup_path_start_kind,"register",
worst_setup_path,end_kind,"primary output",
## synthesized netlist by cell type
master and n:
inv_1 2, mux4_2 4, ha_1 4, edfxtp_1 16, buf_6 1, dfxtp_1 2
## power breakdown
group | leakage, nW | total, W | switching (W) | internal, W
Sequential | 0.160 | 0.000315 | 0 | 0.000315
Combinational | 0.105 | 0.00000822 | 0.00000289 | 0.00000533
Clock | 0.0447 | 0.000295 | 0.0000935 | 0.000202
## area by class of cell
class                           count  area, sq um
Sequential cell                    18          520
Multi-Input combinational cell      8          140
Tap cell                           77         96.3
Clock buffer                        6         82.6
Clock inverter                      1         3.75
Timing Repair Buffer               10          100
Inverter                            2         7.51
Fill cell                         680         5400
## worst paths after layout
kind                    start          to  slack (ns)
max                counter[0]  RAM_out[3]        0.32
min                counter[0]  counter[0]        0.62
max reg2reg        counter[0]   mem[2][3]        1.36
min reg2reg        counter[0]  counter[0]        0.62
max in group clk1  counter[0]  counter[1]        1.47
min in group clk0  counter[1]   mem[3][0]        0.88
## sequential cells by signal, summed over array words and instances (netlist names)
name     flops
mem         16
counter      2
## cells in the final DEF, fill, tap and decap left out, drive strengths merged
cell / n
edfxtp: 16
inv: 2
clkbuf: 6
clkinv: 1
mux4: 4
dfxtp: 2
clkdlybuf4s50: 10
ha: 4
## through the flow
| stage | setup slack, ns | instance area [sq um] | hold slack [ns] | cells | power, W |
|---|---|---|---|---|---|
| 3_3_place_gp | 0.522 | 865 | 0.600 | 115 | 0.000328 |
| 4_1_cts | 0.272 | 951 | 0.634 | 122 | 0.000627 |
| 5_1_grt | 0.197 | 951 | 0.686 | 122 | 0.000640 |
| 2_1_floorplan | 1.15 | 679 | 0.557 | 29 | 0.000321 |
| 3_5_place_dp | 0.513 | 865 | 0.613 | 115 | 0.000329 |
| 6_report | 0.324 | 951 | 0.617 | 122 | 0.000618 |
## cells by family (layout without fill, tap and decap cells)
group / count (synthesis) / in the layout
buffers and inverters: 3 / 19
DFF: 18 / 18
adders and majority gates: 4 / 4
muxes: 4 / 4
## worst max-delay path, stage by stage (launching register included)
cell and delay [ns]:
dfxtp_1 0.55, mux4_2 0.57, clkdlybuf4s50_1 0.43
## metal layers
metal	part of all wire, %	global-route usage [%]
met5	0	0
met4	0.89	0.750
met3	16	2.49
met2	46	3.88
met1	37	2.31
Power is estimated from default activity; no workload was simulated.
