==> design.v <==
module resCount (reset_count, counter, timer555, RAM_button, data_in, RAM_out);
   parameter ADDR_WIDTH = 4;
   parameter DATA_WIDTH = 8;
  input reset_count;
  output [ADDR_WIDTH-1:0] counter;
  input timer555;
  input RAM_button;
  input [DATA_WIDTH-1:0] data_in;
  output [DATA_WIDTH-1:0] RAM_out;
wire Counter_load;
assign Counter_load = RAM_out[7];
reg [ADDR_WIDTH-1:0] counter;
always @ (posedge timer555 or posedge reset_count)
  if (reset_count)
		counter <= 4'b0000;  
  else if (Counter_load) 
		counter <= RAM_out[3:0];  
  else
		counter <= counter + 4'b0001;
 wire [ADDR_WIDTH-1:0] adr;
    assign adr = counter;
reg [DATA_WIDTH-1:0] mem [2**ADDR_WIDTH-1:0]; 
    always @(posedge RAM_button) 
        mem [adr] <= data_in;
assign RAM_out = mem[adr]; 
endmodule
==> run.sh <==
#!/bin/bash
# OpenROAD 26Q1-2900-gdf79404cd8, Yosys 0.63+post, stock flow scripts
make -C /OpenROAD-flow-scripts/flow DESIGN_CONFIG=/design/flow/config.mk WORK_HOME=/design/flow/orfs finish
==> config.mk <==
export PLATFORM = sky130hd
export DESIGN_NAME = resCount
export DESIGN_NICKNAME = resCount
export VERILOG_FILES = /design/flow/design.v
export SDC_FILE = /design/flow/constraint.sdc
export NUM_CORES = 4
export LEC_CHECK = 1
export CORE_UTILIZATION = 30
==> constraint.sdc <==
current_design resCount

set clk_period 4.4
set clk_io_pct 0.2

create_clock -name clk0 -period $clk_period [get_ports {RAM_button}]
create_clock -name clk1 -period $clk_period [get_ports {timer555}]

set non_clock_inputs [all_inputs -no_clocks]
set_input_delay [expr $clk_period * $clk_io_pct] -clock clk0 $non_clock_inputs
set_output_delay [expr $clk_period * $clk_io_pct] -clock clk0 [all_outputs]
==> reports/notes.md <==
## Setup path
• **worst r2r dst** counter[3]$_DFF_PP0_
• **critical path launch point** counter[0]$_DFF_PP0_
• **length in cells of the worst reg-to-reg path** 5
• **slack of the worst reg-to-reg path** 2.01 ns
• **highest net fanout along the worst path** 22
• **Worst Path Arrival** 2.84 ns
• **category of the critical setup timing path** register to primary output
• **r2r startpoint** counter[0]$_DFF_PP0_
• **worst setup path endpoint** RAM_out[4]
• **required time of the worst setup path** 3.52 ns
• **type of destination of the critical path** primary output
• **critical path launch point type** register

## Global route
• **maximum number of pins on one net before global-route repair** 37
• **number of antenna violations at the first check in global routing** 0
• **via count of the first global-routing pass** 2621
• **global-route congestion overflow total** 0
• **GRT Resource Usage Total** 12.76%
• **wire length of the first global-routing pass** 15480 um

## Timing
• **hold slack** 0.8482 ns
• **Worst Clk Skew** 0.004289 ns
• **TNS Setup** 0 ns
• **slew at the pin closest to its max-slew limit** 0.7112 ns
• **relative slew slack** 52.59%
• **final number of setup-violating endpoints** 0
• **final count of hold timing violations** 0
• **final max-slew violation count** 0
• **minimum setup slack in the final design** 0.6772 ns
• **setup repair after global routing missed its margin** no

## Logic synthesis
• **Synth Seq Share** 75.64%
• **count of cell types in the netlist** 23
• **syn avg cell area** 22.77 um^2
• **register bit total from synthesis** 132
• **synthesized netlist cell count** 229
• **number of standard cells reported by yosys** 229
• **total cell area reported by yosys after synthesis** 0.005214 mm^2
• **yosys synthesis warning count** 1
• **Synth Cell Area** 0.005214 mm^2

## Clocking
• **Post-CTS Repair Setup Buffers** 0
• **Resized Gates After CTS** 0
• **CTS tree** done
• **number of buffers inserted for hold repair after clock tree synthesis** 0
• **Clock transition at path regs** 0.03 ns
• **sinks on the clock net** 132

## Outcome
• **outcome** completed

## Layout
• **final instance area** 0.006300 mm^2
• **share of post-route cells with drive strength above 1** 23.19%
• **non-filler cells, final** 496
• **commonest cells after routing, fill and taps aside** sky130_fd_sc_hd__edfxtp_1, sky130_fd_sc_hd__mux4_2, sky130_fd_sc_hd__clkdlybuf4s50_1, sky130_fd_sc_hd__clkbuf_16, sky130_fd_sc_hd__and2_1
• **share of the core filled with cells in the final layout** 37.59%
• **area growth from synthesis to final layout** 20.83%
• **highest-count logic cell in the final layout** sky130_fd_sc_hd__edfxtp_1

## Drt
• **count of antenna diodes in the layout** 0
• **DRC Markers** 0
• **total wirelength of the detailed-routed design** 9961 um
• **routed len/inst** 20.08 um
• **iteration tally of the first detailed-router pass** 4
• **residual antenna-violating net count after detailed routing** 0
• **drt initial violations** 100
• **vias per inst** 4.722
• **via count** 2342

## Place
• **placed wire-length estimate** 6342 um
• **Placed Cells incl. Taps** 460
• **total placed instance area** 0.005642 mm^2
• **number of input and output port buffers inserted** 21
• **RD Place Congestion** 0.7725
• **worst slack after detailed placement** 0.8892 ns

## Floorplan
• **fp_density** 31.11%
• **DIE AREA** 0.01791 mm^2
• **area of the core** 0.01676 mm^2
• **number of rows created at floorplan** 47
• **die height** 133.8 um
• **I/O pin cnt** 23
• **Chip Width** 133.8 um

## Power
• **reported leakage power** 2.080 nW
• **total power consumption of the routed design** 4.556 mW
• **maximum resistive drop on vdd** 0.2323 mV
• **Pwr Density** 723.1 mW/mm^2

## Flow run
• **number of warnings in the stage logs** 29
• **number of max-capacitance violations reported** 0

## Hold path
• **Hold/Removal Path Class** input port to asynchronous set/reset pin

cell families (layout without fill, tap and decap cells):
group                      count (synthesis)  after routing  share of synthesized area (%)
and+or+nand+nor                           26             26                          2.856
AOI/OAI and AO/OA                         10             10                          1.440
buffers and inverters                     16             63                          1.776
DFF                                      132            132                          75.64
xor gates and xnor gates                   2              2                         0.3360
adders and majority gates                  4              4                         0.9600
muxes                                     39             39                          16.99
sequential cells by signal, indices dropped and copies added, names as in the netlist:
| register | cells |
|---|---|
| counter | 4 |
| mem | 128 |
cell usage after synthesis, drive strengths merged:
library cell | n | area share (%)
a22oi | 10 | 1.4
and2 | 13 | 1.6
and3 | 4 | 0.48
buf | 6 | 1.1
clkbuf | 7 | 0.50
dfrtp | 4 | 1.9
edfxtp | 128 | 74
ha | 4 | 0.96
inv | 3 | 0.22
mux2 | 4 | 1.2
mux4 | 35 | 16
nand2 | 5 | 0.41
nand3 | 1 | 0.096
nor2 | 1 | 0.072
nor2b | 2 | 0.24
xnor2 | 1 | 0.17
xor2 | 1 | 0.17
layer usage:
| metal | vias to the layer above | global-route usage [%] | routed length, um |
|---|---|---|---|
| li1 | 1029 | - | - |
| met1 | 1184 | 16.80 | 3796 |
| met2 | 108 | 19.57 | 4848 |
| met3 | 21 | 6.597 | 1034 |
| met4 | 0 | 3.220 | 281 |
| met5 | - | 0 | 0 |
power breakdown:
group / total (mW) / leakage, nW / internal [mW] / switching (mW)
Combinational: 1.27 / 0.550 / 0.697 / 0.573
Sequential: 1.78 / 1.21 / 1.64 / 0.144
Clock: 1.50 / 0.321 / 1.00 / 0.502
Total: 4.56 / 2.08 / 3.34 / 1.22
cell type report:
type / count / area [um^2]
multi-input combinational: 81 / 1177
timing repair buffer: 24 / 232.7
sequential: 132 / 3945
clock inverter: 12 / 142.6
fill: 1482 / 10460
tap: 220 / 275.3
inverter: 3 / 11.26
clock buffer: 24 / 515.5
critical path, stage by stage, from the launching register on:
cell                              delay [ns]
sky130_fd_sc_hd__dfrtp_2                0.82
sky130_fd_sc_hd__buf_4                  0.33
sky130_fd_sc_hd__mux4_2                 0.53
sky130_fd_sc_hd__mux4_2                 0.48
sky130_fd_sc_hd__clkdlybuf4s50_1        0.44
worst min path at each step:
| stage | start | end | slack [ns] | cells after the start |
|---|---|---|---|---|
| after CTS | reset_count | counter[1]$_DFF_PP0_ | 0.86 | 2 |
| after global routing | reset_count | counter[1]$_DFF_PP0_ | 0.87 | 2 |
| final | reset_count | counter[1]$_DFF_PP0_ | 0.85 | 2 |
Power is estimated from default activity; no workload was simulated.
